[design/flow/run.sh]
#!/bin/bash
# OpenROAD 26Q1-2900-gdf79404cd8, Yosys 0.63+post, stock flow scripts
make -C /OpenROAD-flow-scripts/flow DESIGN_CONFIG=/design/flow/config.mk WORK_HOME=/design/flow/orfs finish
[design/flow/config.mk]
export PLATFORM = sky130hd
export DESIGN_NAME = projectCPU2020
export DESIGN_NICKNAME = projectCPU2020
export VERILOG_FILES = /design/flow/design.v
export SDC_FILE = /design/flow/constraint.sdc
export NUM_CORES = 4
export LEC_CHECK = 1
export CORE_UTILIZATION = 30
[design/flow/constraint.sdc]
current_design projectCPU2020

set clk_period 6.0
set clk_io_pct 0.2

create_clock -name clk0 -period $clk_period [get_ports {clk}]

set non_clock_inputs [all_inputs -no_clocks]
set_input_delay [expr $clk_period * $clk_io_pct] -clock clk0 $non_clock_inputs
set_output_delay [expr $clk_period * $clk_io_pct] -clock clk0 [all_outputs]
[design/flow/design.v]
module projectCPU2020(
  clk,
  rst,
  wrEn,
  data_fromRAM,
  addr_toRAM,
  data_toRAM,
  PC,
  W
);
input clk, rst;
input wire [15:0] data_fromRAM;
output reg [15:0] data_toRAM;
output reg wrEn;
output reg [12:0] addr_toRAM;
output reg [12:0] PC;  
output reg [15:0] W;  
reg [2:0] state, stateNext;
reg [12:0] a, aNext;
reg [15:0] starA, starAnext;
reg [2:0] opcode, opcodeNext;
reg [12:0] pcNext;
always @(posedge clk) begin
state <= #1 stateNext;
PC <= #1 pcNext;
opcode <= #1 opcodeNext;
starA <= #1 starAnext;
a <= #1 aNext;
end
always @* begin
stateNext = state;
opcodeNext = opcode;
aNext = a;
starAnext = starA;
pcNext = PC;
data_toRAM = 0;
addr_toRAM = 0;
wrEn = 0;
W = W;
if(rst)
  begin
  stateNext = 0;
  opcodeNext = 0;
  aNext = 0;
  starAnext = 0;
  W = 0;
  pcNext = 0;
  wrEn = 0;
  data_toRAM = 0;
  addr_toRAM = 0;
end
else
case(state)
  0: begin
  pcNext = PC;
  opcodeNext = opcode;
  aNext = 0;
  addr_toRAM = PC;
  starAnext = 0;
  wrEn = 0;
  data_toRAM = 0;
  stateNext = 1;
  end
  1: begin
  pcNext = PC;
  opcodeNext = data_fromRAM[15:13];
  aNext = data_fromRAM[12:0];
  addr_toRAM = data_fromRAM[12:0];
  starAnext = 0;
  wrEn = 0;
  data_toRAM = 0;
  stateNext = 2;
  end
  2: begin
  pcNext = PC;
  opcodeNext = opcode;
  aNext = a;
  addr_toRAM = a;
  starAnext = data_fromRAM;
  wrEn = 0;
  data_toRAM = 0;
    if(a==0)begin
      stateNext = 4;
      starAnext = 0;
      addr_toRAM = 2;
    end else
      stateNext = 3;
    end
  3: begin
  opcodeNext = opcode;
  aNext = a;
  addr_toRAM = a;
    case(opcode)
      3'b111: begin
        data_toRAM = 0;
        pcNext = starA;
        wrEn = 0;
        stateNext = 0;
      end
      3'b110: begin
        pcNext = PC+1;
        wrEn = 1;
        data_toRAM = W;
        stateNext = 0;
      end
      3'b101: begin
        pcNext = PC+1;
        wrEn = 0;
        data_toRAM = 0;
        W = starA;
        stateNext = 0;
      end
      3'b100: begin
        if(starA==0)
          pcNext = PC+2;
        else
          pcNext = PC+1;
        wrEn = 0;
        data_toRAM = 0;
        stateNext = 0;
      end
      3'b011: begin
        pcNext = PC+1;
        wrEn = 0;
        data_toRAM = 0;
        W = W > starA;
        stateNext = 0;
      end
      3'b010: begin
        pcNext = PC+1;
        wrEn = 0;
        data_toRAM = 0;
        if(starA<16)
        W = W >> starA;
        else if(starA>16 && starA<32)
        W = W << starA[3:0];
        else if(starA>31 && starA < 48 )
        W = (W >> starA[3:0] | W<< (15 - starA[3:0]));
        else
        W = (W << starA[3:0] | W >> (15 - starA[3:0]));
        stateNext = 0;
      end
      3'b001: begin
        pcNext = PC+1;
        wrEn = 0;
        data_toRAM = 0;
        W = ~(W | starA);
        stateNext = 0;
      end
      3'b000: begin
        pcNext = PC+1;
        wrEn = 0;
        data_toRAM = 0;
        W = W + starA;
        stateNext = 0;
      end
    endcase
  end
  4: begin
    pcNext = PC;
  	data_toRAM = 0;
  	opcodeNext = opcode;
  	addr_toRAM = data_fromRAM;
    starAnext = 0;
    aNext = data_fromRAM;
    wrEn = 0;
    data_toRAM = 0;
    stateNext = 5;
    end
  5: begin
    pcNext = PC;
    data_toRAM = 0;
    opcodeNext = opcode;
    addr_toRAM = a;
    starAnext = data_fromRAM;
    aNext = a;
    wrEn = 0;
    data_toRAM = 0;
    stateNext = 3;
      end
endcase
end
endmodule
==> summary.txt <==
run results: crit path DRT 4.80 ns, register pins left without a clock 16, final-report setup violation count 0, Avg Vias per Cell 5.99, Worst Setup End Kind output pin, P_leak 3.06 nW, Final Hold Viols 0, type of origin of the critical path input pin, status finished, final reports clean, Max IR drop VDD 0.000113 V, top-level I/O count 77, Setup Fix Bufs, Post-CTS 0, synthesis-to-finish area growth 15.3%, cell count after synthesis 990, Final Skew roughly 0.013 ns, fp_density 30.9%, Slew HR approximately two fifths, kind of critical path in -> out, Port Buffers 76, gpl congestion 0.998, post-synth area from yosys stat 7340 um^2, fin crit period 4.09 ns, Unique cell types 81, cts repair resizes 0, crit path max fanout 59, total routed wirelength 29300 um, Total GRT Usage about a quarter, Final Non-Filler Cells 1337, Final TNS setup 0 ns, Synth Cell Area 7340 um^2, wire per inst 21.9 um, initial antenna violation count 0, Routed Antenna Nets 0, root buf cell clkbuf_16, Pre-antenna DRT Iters 8, Yosys reg bits ~67, Synth Warn # between 600 and 700, ANT cells 0, RSZ-0062 raised after global routing false, Post-Place Cells 1329, Worst EP arrival 2.89 ns, number of global-route vias before repair 7327, clk buf depth 2, layout cells sized above 1 8.74%, grt ovf 0, Row Count 56, CTS clk-pin slew, worst paths 0.07 ns, number of enable flip-flop cells 0, worst hold path class reg -> reg, die width about 160 um, fraction of registers with async set/reset 0%, fin util around 36%, DRT iter0 DRCs 904, # Cells Yosys approximately 990, CTS tree yes, cts hold-fix bufs 0, clk latency late pin 0.29 ns, endpoints left unconstrained 32, Die ar. 25100 um^2, Max Transition Viols Final 0, # DRC 0, die outline height 158 um, syn_area_per_cell 7.41 um^2, vias 8010, Commonest flop dfxtp_1, OpenROAD warnings between 50 and 60, first-pass GRT wire length 44900 um, Least-Margin Pin Slew 0.881 ns, pwr dens 128 nW/um^2, Final period util between 60% and 70%, H-tree Lvls 2, largest net degree at the start of global routing 69, Num CTS Buffers 5, Max Fclk 244 MHz, Max Cap Viol 0, Commonest Layout Cell nor2_1, DP Wirelength approximately 22000 um, Core Box Area 23800 um^2, Top cells excl fill/tap nor2_1, nand2_1, clkdlybuf4s50_1, o21ai_0, a21oi_1
registers in the layout, indices dropped and copies added, names as in the netlist:
signal,cells
W,16
starA,16
PC,13
a,13
state,6
opcode,3
cell usage after synthesis (all sizes together) (4+ instances only):
master   count  share of area, %
mux4        13               4.0
dlxtn       16               3.3
or2          8              0.68
a211o        4              0.48
a2111oi      7               1.3
o21bai       6              0.61
a31oi        9              0.77
and3         6              0.51
nand3       25               1.8
nor3        22               1.6
clkbuf      48               2.5
nand2       98               5.0
ha          50               8.5
a22oi       37               3.8
mux2        13               2.0
nand2b       6              0.51
xor2         4              0.48
a221oi      13               1.8
nor4        25               2.7
a21oi       63               4.4
a21o        15               1.5
inv         43               2.2
o31ai        6              0.61
o21ai       76               5.2
a211oi      18               1.9
xnor2       14               1.7
nor2       117               6.0
a311oi       4              0.48
nor2b        7              0.60
o311ai       4              0.48
dfxtp       51                14
a222oi      14               1.9
mux2i       52               7.1
o22ai        9              0.77
buf         29               2.3
o211ai      13               1.3
nand4        5              0.63
metrics by stage:
stage | hold WS (ns) | instance area, um^2 | setup slack, ns | total power, mW
after floorplan | 0.429 | 7340 | 2.97 | 0.653
after CTS | 0.466 | 8460 | 1.84 | 1.08
after global placement | 0.442 | 8310 | 1.85 | 0.786
final | 0.465 | 8460 | 1.91 | 1.08
after detailed placement | 0.454 | 8310 | 1.84 | 0.784
after global routing | 0.482 | 8460 | 1.77 | 1.14
layer usage:
| metal | GRT usage, % | routed length (um) |
|---|---|---|
| met3 | 4.52 | 2680 |
| met5 | 0 | 0 |
| met1 | 35.7 | 13100 |
| met4 | 6.50 | 929 |
| met2 | 35.7 | 12600 |
critical path, cell delays in order:
cell	delay, ns
buf_2	0.26
buf_4	0.40
nor4_1	0.46
clkdlybuf4s50_1	0.54
worst paths after layout:
path	from	endpoint	slack, ns	cells after the start
min	state[1]$_DFF_P_	state[4]$_DFF_P_	0.47	1
max reg2reg	starA[6]$_SDFFE_PP0P_	PC[10]$_SDFFE_PP0P_	2.92	8
min reg2reg	state[1]$_DFF_P_	state[4]$_DFF_P_	0.47	1
max	rst	data_toRAM[15]	1.91	4
final cells by class:
| cell class | instances | area (um^2) |
|---|---|---|
| well taps | 319 | 399 |
| flip-flops and latches | 67 | 1260 |
| multi-input cells | 800 | 5560 |
| fillers | 2474 | 15300 |
| clock inverters | 2 | 13.8 |
| repair buffers | 97 | 913 |
| clock buffers | 6 | 139 |
| inverters | 46 | 173 |
kinds of logic (layout without fill, tap and decap cells):
group | after synthesis | count (layout) | synth area share [%]
flops | 51 | 51 | 13.9
fa+ha+maj | 51 | 51 | 8.79
latches | 16 | 16 | 3.27
simple gates | 326 | 326 | 20.7
compound gates | 327 | 327 | 31.0
buf+inv | 123 | 151 | 7.07
xor+xnor | 18 | 18 | 2.15
mux | 78 | 78 | 13.1
power breakdown:
group	switching, mW	internal [mW]	leakage, nW
combinational	0.244	0.151	2.44
clock	0.128	0.167	0.0772
sequential	0.0333	0.358	0.538
Power is estimated from default activity; no workload was simulated.
